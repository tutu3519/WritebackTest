$ cat design/flow/run.sh
#!/bin/bash
# OpenROAD 26Q1-2900-gdf79404cd8, Yosys 0.63+post, stock flow scripts
make -C /OpenROAD-flow-scripts/flow DESIGN_CONFIG=/design/flow/config.mk WORK_HOME=/design/flow/orfs finish
$ cat design/flow/config.mk
export PLATFORM = sky130hd
export DESIGN_NAME = load_store_arbi
export DESIGN_NICKNAME = load_store_arbi
export VERILOG_FILES = /design/flow/design.v
export SDC_FILE = /design/flow/constraint.sdc
export NUM_CORES = 4
export LEC_CHECK = 1
export CORE_AREA = 10 10 70 70
export DIE_AREA = 0 0 80 80
$ cat design/flow/constraint.sdc
current_design load_store_arbi

set clk_period 1.6
set clk_io_pct 0.2

create_clock -name clk0 -period $clk_period [get_ports {clk}]

set non_clock_inputs [all_inputs -no_clocks]
set_input_delay [expr $clk_period * $clk_io_pct] -clock clk0 $non_clock_inputs
set_output_delay [expr $clk_period * $clk_io_pct] -clock clk0 [all_outputs]
$ cat design/flow/design.v
module load_store_arbi(clk, rst, ld_req, str_req, idle, done, ld_grnt, str_grnt, enable, addr_sel, rd_wrt_ca);
input clk, rst, ld_req, str_req, idle, done;
output reg ld_grnt, str_grnt, enable, addr_sel, rd_wrt_ca;
reg [1:0] state, nxt_state;  
assign ld=ld_req && idle && (!str_req);  
assign str=str_req && idle; 
localparam IDLE=2'b00;  
localparam STORE=2'b01;  
localparam LOAD=2'b10;  
always@(posedge clk, negedge rst)
if (!rst)
   state <= IDLE;
else
   state <= nxt_state;
always@(state, done, ld, str)
begin
ld_grnt=0;
str_grnt=0;
enable=0;
addr_sel=0;
rd_wrt_ca=0;
case (state)
    IDLE:
    if (str) 
    begin
       nxt_state=STORE;
    end
    else if (ld) 
    begin
       nxt_state=LOAD;
    end
    else
       nxt_state=IDLE;
    STORE:
    begin
       if (done) begin  
          if (str) begin
             nxt_state=STORE;
          end
          else if (ld) begin
              nxt_state=LOAD;
           end   
        else 
              nxt_state=IDLE;
   end
   else begin
                  enable=1;
       addr_sel=1; 
       str_grnt=1; 
          nxt_state=STORE;
        end
    end
    LOAD:
    begin
       if (done) begin  
         if (str) begin
            nxt_state=STORE;
        end
            else if (ld) begin
            nxt_state=LOAD;
        end
            else
            nxt_state=IDLE;
       end      
       else begin
                  enable=1;
       rd_wrt_ca=1;
       ld_grnt=1;
          nxt_state=LOAD;
    end
    end
endcase
end
endmodule
==> Table 3: Implementation characteristics <==
Physical design parameters

Parameter                              Value

Outcome
  Status .................. finished, final reports clean

Logic synthesis
  Count of mapped cells out of synthesis .................. 21
  Cell accounting for the most synthesized area .................. sky130_fd_sc_hd__dfrtp_1
  Yosys stat cell total .................. 21
  Area figure in the yosys stat output .................. 204 um^2
  Library cells used by synthesis .................. 11
  Yosys warns .................. 3
  Area leader share .................. 0.245
  Largest cells by area after synthesis .................. sky130_fd_sc_hd__dfrtp_1, sky130_fd_sc_hd__ha_1, sky130_fd_sc_hd__dlxtn_1
  Mean Syn Cell Area .................. 9.71 um^2
  Summed instance area of the synthesized netlist .................. 204 um^2
  Register bit total from synthesis .................. 4

Cells and area
  Final std cells w/o fill .................. 87
  Fraction of layout instances using a drive strength above 1 .................. 0.512
  Area growth, synth to finish .................. 120%
  Number of fillers in the final layout .................. 401
  Commonest non-fill, non-tap cells in the layout .................. sky130_fd_sc_hd__buf_4, sky130_fd_sc_hd__clkdlybuf4s50_1, sky130_fd_sc_hd__clkbuf_4, sky130_fd_sc_hd__dlygate4sd2_1, sky130_fd_sc_hd__clkbuf_2
  Commonest non-fill, non-tap cell in the layout .................. sky130_fd_sc_hd__buf_4

Final timing
  Setup tns final .................. 0 ns
  Tcrit/Tclk final .................. 0.976
  Number of register pins that no clock reaches .................. 2
  Slew of the pin with the lowest slew margin .................. 0.215 ns
  Number of failing setup endpoints in the final timing report .................. 0
  Slew HR .................. 0.856
  Final Hold Fails .................. 0
  FMAX .................. 640 MHz
  Fin. max-slew vios .................. 0
  Count of endpoints without a timing constraint .................. 4
  Final Critical Period .................. 1.56 ns

Floorplanning
  Fraction of the core area occupied by cells at floorplan .................. 0.0597
  Site row count .................. 21
  Count of pins on the block boundary .................. 11
  Die span in x .................. 80 um
  Placeable core region .................. 3420 um^2
  Die Footprint .................. 6400 um^2
  Height of the chip .................. 80 um

Detailed routing
  # diodes .................. 0
  Count of nets left with antenna violations after detail routing .................. 0
  Post-DR vias/cell .................. 2.31
  DR vias .................. 201
  Post-Route WL .................. 560 um
  Avg WL per Cell .................. 6.44 um
  DR DRC count .................. 0
  Length of the first detailed-routing pass in iterations .................. 2
  DRT iter0 DRCs .................. 4

Power
  Peak VDD IR .................. 0.0000632 V
  Sw Share .................. 0.186
  Switching Power .................. 0.0348 mW
  Leakage component of the power .................. 0.212 nW
  Reg power frac .................. 0.278
  Power density over the cells .................. 416 nW/um^2
  Combinational group share of total power .................. 0.132
  Clk pwr share .................. 0.590
  Design internal power .................. 0.152 mW

Placement
  Post-DP HPWL .................. 474 um
  PortBufs .................. 10
  Weighted congestion at the end of routability-driven global placement .................. 0.744
  Cell count after placement .................. 81

Clock tree
  Clock tree from TritonCTS .................. done
  Clock input transition at the sequential cells of the worst setup and hold paths .................. 0.03 ns
  Library cell used as clock root buffer .................. sky130_fd_sc_hd__clkbuf_4
  Cts bufs inserted .................. 3
  Max Root-Sink Buffers .................. 2
  H-tree levels .................. 1

GRT
  Via count of the first global-routing pass .................. 210
  Global-route wire length before repair .................. 952 um
  Antenna violations before repair .................. 0
  GRT Total Usage .................. 0.0179
  Residual overflow from global routing .................. 0
  Largest net degree at the start of global routing .................. 5

Setup path
  Kind of start point of the critical path .................. flip-flop
  Critical path endpoint category .................. primary output
  Required time of the worst setup path .................. 1.28 ns
  Bufs and invs on worst path .................. 3
  Data arrival, critical path .................. 1.24 ns
  Crit Path Class .................. reg2out
  CP max stage cell .................. sky130_fd_sc_hd__dfrtp_1
  Delay contributed by the slowest stage of the critical path .................. 0.38 ns
  Dominant delay contributor by cell family on the critical path .................. flip-flops
  Cells traversed along the worst timing path .................. inv_2 > ha_4 > or2_1 > inv_1 > clkbuf_2
  Peak fanout along the critical path .................. 2

Flow run
  Number of maximum-capacitance constraint violations .................. 0
  OpenROAD warning count .................. 28

Min path
  Path class of the lowest-slack min-delay path .................. in2async
[layout make-up]
class / instances / area [um^2] / share of cell area
Multi-Input combinational cell: 12 / 123 / 0.273
Inverter: 3 / 13.8 / 0.0306
Timing Repair Buffer: 19 / 153 / 0.340
Tap cell: 46 / 57.6 / 0.128
Sequential cell: 4 / 80.1 / 0.178
Clock buffer: 3 / 22.5 / 0.0501
[per-stage QoR]
step	utilization	setup slack, ns	power [mW]	hold WS, ns	cell area (um^2)
finish	0.132	0.0380	0.187	0.269	449
global route	0.132	-0.00575	0.205	0.271	449
CTS	0.132	-0.112	0.196	0.268	452
detailed placement	0.115	-0.265	0.0786	0.511	392
global placement	0.115	-0.250	0.0782	0.506	392
floorplan	-	0.326	0.0577	0.0244	204
[sequential cells by signal, summed over array words and instances (netlist names)]
signal / flops
state: 2
nxt_state: 2
[cells in the mapped netlist]
master / count
sky130_fd_sc_hd__a211oi_1: 2
sky130_fd_sc_hd__ha_1: 3
sky130_fd_sc_hd__and2b_2: 2
sky130_fd_sc_hd__nand2_1: 1
sky130_fd_sc_hd__or2_1: 1
sky130_fd_sc_hd__buf_4: 2
sky130_fd_sc_hd__dlxtn_1: 2
sky130_fd_sc_hd__inv_1: 3
sky130_fd_sc_hd__dfrtp_1: 2
sky130_fd_sc_hd__a21oi_1: 2
sky130_fd_sc_hd__nand3b_1: 1
[logic make-up after synthesis]
kind of cell	synth area share
buf+inv	0.129
simple gates	0.172
compound gates	0.123
fa+ha+maj	0.184
flops	0.245
latches	0.147
[layer usage]
metal  wire length (um)  track usage  up-vias
li1                   -            -      106
met5                  0            0        -
met4                 29       0.0123        0
met1                184       0.0167       91
met3                  2      0.00455        2
met2                343       0.0329        2
[what timing repair did]
action,CTS,global route
endpoints found under the setup margin,5,3
setup buffers,3,0
gates resized,13,7
hold buffers,0,0
pin swaps,3,2
[power groups by stage]
stage | combinational [mW] | clock [mW] | sequential (mW)
CTS | 0.0254 | 0.119 | 0.0518
global route | 0.0272 | 0.126 | 0.0519
finish | 0.0246 | 0.110 | 0.0519
[worst max-delay path by stage]
stage,from,to,slack [ns],depth (start not counted)
after global routing,state[0],enable,-0.006,5
after CTS,state[0],enable,-0.11,5
final,state[0],enable,0.04,5
No activity file was given, so power comes from the tool's default toggle rates.
