==> flow/design.v <==
module cache_controller(rst, clk, enable_cache, done_mem, miss_hit, wrt_bck, rd_wrt_mem,
    mem_enable, idle, mem_rdy);
    input rst, clk, miss_hit, wrt_bck, enable_cache, done_mem;
    output reg rd_wrt_mem, mem_enable, idle, mem_rdy;
    localparam IDLE=2'b00;  
    localparam CACHE=2'b01;  
    localparam MISS =2'b10;  
    localparam WRITEBACK=2'b11;  
    reg [1:0] state, nxt_state;  
    always@(posedge clk, negedge rst)
    if (!rst)
       state <= IDLE;
    else
       state <= nxt_state;
    always@(miss_hit, wrt_bck, enable_cache, done_mem, state) 
    begin
       rd_wrt_mem=0;
       mem_enable=0;
       idle=1;
       mem_rdy=0;
       case (state)
           IDLE:
           if (enable_cache && !(miss_hit)) begin
              nxt_state=MISS;
              mem_enable=1;
              rd_wrt_mem=1;
              idle=0;
           end
         else if (enable_cache && miss_hit) begin
              nxt_state=CACHE;
              idle=0;
           end
           else
              nxt_state=IDLE;
           CACHE: 
             nxt_state=IDLE;
           MISS: begin
           idle=0;
           if (done_mem && !(wrt_bck)) begin
                mem_rdy=1;
                nxt_state=IDLE;
            end
            else if (done_mem && wrt_bck) begin
                mem_rdy=1;
                nxt_state=WRITEBACK;
                rd_wrt_mem=0;
                 mem_enable=1;
            end
            else
                nxt_state=MISS;
            end
            WRITEBACK:
            if (done_mem) begin
                idle = 0;
                nxt_state = IDLE;
        end
            else begin
                 nxt_state=WRITEBACK;
                 mem_enable=1;
                 idle=0;
            end
         endcase
    end               
endmodule
==> flow/run.sh <==
#!/bin/bash
# OpenROAD 26Q1-2900-gdf79404cd8, Yosys 0.63+post, stock flow scripts
make -C /OpenROAD-flow-scripts/flow DESIGN_CONFIG=/design/flow/config.mk WORK_HOME=/design/flow/orfs finish
==> flow/config.mk <==
export PLATFORM = sky130hd
export DESIGN_NAME = cache_controller
export DESIGN_NICKNAME = cache_controller
export VERILOG_FILES = /design/flow/design.v
export SDC_FILE = /design/flow/constraint.sdc
export NUM_CORES = 4
export LEC_CHECK = 1
export CORE_AREA = 10 10 70 70
export DIE_AREA = 0 0 80 80
==> flow/constraint.sdc <==
current_design cache_controller

set clk_period 1.9
set clk_io_pct 0.2

create_clock -name clk0 -period $clk_period [get_ports {clk}]

set non_clock_inputs [all_inputs -no_clocks]
set_input_delay [expr $clk_period * $clk_io_pct] -clock clk0 $non_clock_inputs
set_output_delay [expr $clk_period * $clk_io_pct] -clock clk0 [all_outputs]
==> impl_metrics.env <==
# source this file to load flow results
export IMPL_whs_ps=335.5
export IMPL_setup_viol=0
export IMPL_layout_min_cycle_time_ps=1776
export IMPL_overflow=0
export IMPL_synth_seq_share=0.4821
export IMPL_pwr_share_clk=0.376
export IMPL_largest_registers="state (4)"
export IMPL_first_pass_iters=3
export IMPL_grtUsageTotal=0.02528
export IMPL_finalCritPeriodShare=0.9345
export IMPL_criticalPathCategory="input port to output port"
export IMPL_top_register="state"
export IMPL_wl_per_cell_um=8.429
export IMPL_io_buffers=9
export IMPL_dp_worst_setup_slack_ps=-281.3
export IMPL_warnings=25
export IMPL_ant_nets=0
export IMPL_ys_seq_elements=4
export IMPL_slew_headroom=0.8741
export IMPL_fmaxAchievable_mhz=563.2
export IMPL_num_vias=217
export IMPL_rows=21
export IMPL_rsz0062_at_grt="no"
export IMPL_drive_gt1_frac=0.5000
export IMPL_hold_class="input port to async pin"
export IMPL_final_common_cell="buf_4"
export IMPL_path_clk_slew_ps=40
export IMPL_grt_pass1_vias=253
export IMPL_cts_root_buffer="clkbuf_4"
export IMPL_seq_area_sq_um=102.6
export IMPL_synth_cell_types=14
export IMPL_insertion_delay_ps=240
export IMPL_ys_sh_simple=0.2976
export IMPL_ys_area_sq_um=210.2
export IMPL_io_pins=10
export IMPL_power_share_sequential=0.359
export IMPL_routed_via_density=2.583
export IMPL_grt_max_degree=5
export IMPL_synth_stat_cells=19
export IMPL_synth_xor_xnor_area_share=0
export IMPL_path_max_fanout=2
export IMPL_cts_buffers=3
export IMPL_antenna_cells=0
export IMPL_p_leak_nw=0.2172
export IMPL_p_sw_mw=0.07739
export IMPL_p_sw_frac=0.2462
export IMPL_synth_cellmix_compoundShare=0.1667
export IMPL_status="finished clean"
export IMPL_drc=0
export IMPL_die_h_um=80
export IMPL_fin_ws_ps=124.4
export IMPL_vdd_drop_max_uv=252.9
export IMPL_syn_to_final_growth_pct=110.1
export IMPL_cts_max_level=1
export IMPL_power_density_mw_per_mm2=711.7
export IMPL_wirelength_um=708
export IMPL_dpl_hpwl_um=566
export IMPL_cts_tree="built"
export IMPL_grt_first_pass_wirelength_um=1269
export IMPL_start_kind="input port"
export IMPL_skew_ps=8.431
export IMPL_cts_sinks=4
export IMPL_maxCapViolCount=0
export IMPL_top_logic_kind="simple AND/OR/NAND/NOR gates"
export IMPL_pwr_share_comb=0.265
export IMPL_netlist_instances=19
export IMPL_core_area_sq_mm=0.003416
export IMPL_cts_buffer_depth=2
export IMPL_cp_data_arrival_time_ps=1400
export IMPL_logic_area_sq_um=110.1
export IMPL_slew_viol_final=0
export IMPL_fp_dieArea_sq_mm=0.006400
export IMPL_internal_power_mw=0.2369
export IMPL_antenna_found_initial=0
export IMPL_initial_core_util=0.06154
export IMPL_synth_area_sq_um=210.2
export IMPL_final_area_sq_um=441.7
export IMPL_largest_register_ffs=4
export IMPL_final_cell_mix="6 x buf_4, 5 x dlygate4sd2_1, 3 x clkbuf_4"
export IMPL_syn_area_per_cell_sq_um=11.06
export IMPL_fillers=399
export IMPL_synth_area_mux_share=0
export IMPL_post_dp_cell_area_sq_um=380.4
export IMPL_die_w_um=80
export IMPL_hold_viol=0
export IMPL_drtIter0Drc=8
export IMPL_globalplace_congestion=0.6882
export IMPL_max_slew_worst_pin_slew_ps=188.1
export IMPL_total_power_mw=0.3143
export IMPL_yosys_warnings=1
export IMPL_worst_ep_required_time_ps=1520
export IMPL_ys_sh_adder=0
export IMPL_crit_path_end_kind="output port"
export IMPL_final_util=0.1293
## logic make-up after synthesis
kind of cell | count (synthesis)
flip-flops | 4
AND/OR/NAND/NOR | 7
buffers and inverters | 3
AND-OR/OR-AND | 5
## layout make-up
type | instances | area share
Timing Repair Buffer | 15 | 0.3031
Multi-Input combinational cell | 12 | 0.2493
Sequential cell | 4 | 0.2323
Tap cell | 46 | 0.1303
Clock buffer | 4 | 0.05949
Inverter | 3 | 0.02550
## per-stage QoR
step | TNS [ps] | std cells
after global placement | -835.5 | 77
after floorplan | 0 | 19
after CTS | 0 | 84
after global routing | 0 | 84
final | 0 | 84
after detailed placement | -811.0 | 77
## synthesized netlist by cell type, drive strengths merged
cell,number,area (sq um)
nand3,1,5.000
nor4b,2,32.53
inv,3,11.26
nand3b,1,7.510
a21o,1,8.760
dfstp,1,26.28
and3,1,7.510
dfrtp,3,75.07
nor2,1,3.750
a221o,1,11.26
or2,1,6.260
o21ai,3,15.01
## routing by layer
layer / track usage / vias to the layer above / wire length (um)
li1: - / 107 / -
met1: 0.03206 / 96 / 316
met2: 0.03451 / 12 / 290
met3: 0.01250 / 2 / 61
met4: 0.01232 / 0 / 40
met5: 0 / - / 0
## power groups by stage
stage	Combinational, mW	Clock, mW	Sequential (mW)
after global routing	0.0929	0.140	0.115
after CTS	0.0865	0.125	0.112
final	0.0833	0.118	0.113
## critical path: stages
cell and delay, ps:
dlygate4sd2_1 240, inv_2 60, buf_4 130, a21o_2 180, clkdlybuf4s50_1 410
## timing repair
action	CTS	global route
endpoints found under the setup margin	4	2
pin swaps	2	0
hold buffers	0	0
setup buffers	3	0
resized	9	3
## worst paths after layout
| check | startpoint | end | slack, ps | cells past startpoint |
|---|---|---|---|---|
| setup / recovery | enable_cache | idle | 120 | 5 |
| hold / removal | rst | state[1] | 340 | 1 |
| setup reg to reg | state[1] | state[0] | 690 | 5 |
| hold reg to reg | state[2] | state[0] | 570 | 1 |
| max in group asynchronous | rst | state[0] | 1320 | 1 |
| min in group clk0 | state[2] | state[0] | 570 | 1 |
Power figures rest on the tool's default switching activity, not on a simulated workload.
