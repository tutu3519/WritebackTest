**config.mk**
```make
export PLATFORM = sky130hd
export DESIGN_NAME = cache
export DESIGN_NICKNAME = cache
export VERILOG_FILES = /design/flow/design.v
export SDC_FILE = /design/flow/constraint.sdc
export NUM_CORES = 4
export LEC_CHECK = 1
export CORE_UTILIZATION = 30
```
**constraint.sdc**
```tcl
current_design cache

set clk_period 30.6
set clk_io_pct 0.2

create_clock -name clk0 -period $clk_period [get_ports {clk}]

set non_clock_inputs [all_inputs -no_clocks]
set_input_delay [expr $clk_period * $clk_io_pct] -clock clk0 $non_clock_inputs
set_output_delay [expr $clk_period * $clk_io_pct] -clock clk0 [all_outputs]
```
**design.v**
```verilog
module cache (rst, clk, addr_ca, data_ca_in, rd_wrt_ca, enable,
    data_ca_out, mem_rdy, addr_mem,
    data_to_mem, wrt_bck, miss_hit, data_from_mem, done); 
    input rst, clk, rd_wrt_ca, enable, mem_rdy;
    input [15:0] addr_ca, data_ca_in;
    input [63:0] data_from_mem;
    output miss_hit, wrt_bck;
    output reg [15:0] data_ca_out;
	 output reg [13:0] addr_mem;
    output reg [63:0] data_to_mem;
    output reg done;
    reg victim;  
    reg [153:0] mem[0:7];  
    wire [10:0] tag;  
    wire [2:0]  index;  
    wire [1:0] offset;  
    wire read,  
          write,  
          hit_first,  
          hit_second;  
    assign tag=addr_ca[15:5];
    assign index=addr_ca[4:2];
    assign offset=addr_ca[1:0];
    assign read=enable & rd_wrt_ca & rst;
    assign write=enable & (!rd_wrt_ca) & rst;
    assign hit_first=(mem[index][152] === 1) & (tag === mem[index][151:141]);
    assign hit_second=(mem[index][75] === 1) & (tag === mem[index][74:64]);
    assign miss_hit=hit_first | hit_second;
    assign wrt_bck= (victim == 1'b1) ?  (!(miss_hit) & (mem[index][153] === 1)) :(!(miss_hit) & (mem[index][76] === 1));  
    always@(posedge clk, negedge rst)
    if (!rst) begin
        data_to_mem <= 0;
        data_ca_out <= 0;
        addr_mem <= 0;
        victim <= 0;
        done <= 0;
    end
    else if (miss_hit & enable) begin  
          done <= 1;
          data_to_mem <= data_to_mem;
          addr_mem <= addr_mem;
          if (read) begin
             if (hit_first) 
                data_ca_out <=  (offset == 2'b11) ? mem[index][140:125] :
                                (offset == 2'b10) ? mem[index][124:109] :
                                (offset == 2'b01) ? mem[index][108:93] :
                                mem[index][92:77];  
             else
                data_ca_out <= (offset == 2'b11) ? mem[index][63:48] :
                                (offset == 2'b10) ? mem[index][47:32] :
                                (offset == 2'b01) ? mem[index][31:16] :
                                mem[index][15:0];  
           end
          else begin
             if (hit_first) 
                begin
                mem[index][153] <= 1'b1;  
                case (offset)
                    2'b11: mem[index][140:125] <= data_ca_in;
                    2'b10: mem[index][124:109] <= data_ca_in;
                    2'b01: mem[index][108:93] <= data_ca_in;
                    2'b00: mem[index][92:77] <= data_ca_in;
                endcase
              end
              else
                begin
                mem[index][76] <= 1'b1;  
                case (offset)
                    2'b11: mem[index][63:48] <= data_ca_in;
                    2'b10: mem[index][47:32] <= data_ca_in;
                    2'b01: mem[index][31:16] <= data_ca_in;
                    2'b00: mem[index][15:0] <= data_ca_in;
                endcase
                end
            end
end       
else if ((~miss_hit) & enable) begin
    done <= 0;
    if (~mem_rdy) 
            addr_mem <= {tag, index};  
    else begin
       if (~wrt_bck)  
            begin
                case (victim)
                1'b1:
                begin 
                    mem[index][140:77]<= data_from_mem;  
                    mem[index][151:141] <= tag;  
                    mem[index][153:152] <= 2'b01;  
                end
                1'b0:
                begin 
                    mem[index][63:0]<= data_from_mem;  
                    mem[index][74:64] <= tag;  
                    mem[index][76:75] <= 2'b01;  
                end
                endcase
            end
        else  
            begin
                case (victim)
                1'b1:
                begin
                    addr_mem <= {mem[index][151:141], index};  
                    data_to_mem <= mem[index][140:77];  
                    mem[index][140:77]<= data_from_mem;  
                    mem[index][151:141] <= tag;  
                    mem[index][153:152] <= 2'b01;  
                end
                1'b0:
                begin
                    addr_mem <= {mem[index][74:64], index};  
                    data_to_mem <= mem[index][63:0];  
                    mem[index][63:0]<= data_from_mem;  
                    mem[index][74:64] <= tag;  
                    mem[index][76:75] <= 2'b01;  
                end
                endcase
           end
           victim <= ~victim;
    end
end
else 
   done <= 0;
endmodule
```
**run.sh**
```bash
#!/bin/bash
# OpenROAD 26Q1-2900-gdf79404cd8, Yosys 0.63+post, stock flow scripts
make -C /OpenROAD-flow-scripts/flow DESIGN_CONFIG=/design/flow/config.mk WORK_HOME=/design/flow/orfs finish
```
==> results.yml <==
# implementation run metrics
clock_tree:
  clock-sinks: 1312
  numCtsBuffers: 134
  clockBufferDepth: 3
  root_buffer: "clkbuf_16"
  hold_buffers: 0
  ctsHtreeMaxLevel: 4
  clkLatencyLatePin_ns: 0.77
  cts_resized: 0
  cts_tree: "yes"
  cts_setup_buffers: 0
  path_clk_slew_ns: 0.06
power:
  internal-power_mw: 3.14
  seq_power_share_pct: 48.8
  clockPowerShare_pct: 37.0
  switching_share_pct: 25.6
  cellPowerDensity_nw_per_um2: 67.0
  power.net_switching_mw: 1.08
  total_leakage_power_nw: 20.6
  total_power_mw: 4.22
  combPwrFrac_pct: 14.2
  ir_drop_v: 0.0000614
timing:
  skew_ns: 0.0341
  setup_tns_ns: 0
  hold_viol: 0
  fmax_ghz: 0.0587
  setup-violations-final: 0
  fin_crit_sh_pct: 55.6
  tightest_slew_ns: 1.02
  min_period_ns: 17.03
  slew_violations: 0
  maxSlewHeadroom_pct: 31.0
  rsz0062_at_grt: "no"
yosys:
  syn_area_per_cell_um2: 16.2
  muxShareOfSynthArea_pct: 9.89
  postSynth.asyncResetShare_pct: 7.32
  yosysTopAreaCell: "edfxtp_1"
  postSynthSeqShare_pct: 73.2
  synth-xor-area-share_pct: 0.0823
  area_leaders: "edfxtp_1 69%, dfrtp_1 4.5%, mux4_2 3.1%, mux2i_1 2.8%, mux2_2 2.7%"
  yosys.area_share.adder_pct: 0
  top_area_share_pct: 68.7
  ys.flop_type: "edfxtp_1"
  netlist_area_um2: 53200
  ys_top_logic_family: "multiplexers"
  syn_inst: 3282
  yosys.area_share.simple_pct: 5.06
  synth_warnings: 2
  yosys.stat.chipArea_um2: 53200
  ys_cells: 3282
  synth_cell_types: 91
  edf_count: 1216
  numSynthFlops: 1312
  synthAoiAreaFrac_pct: 9.31
worst_hold_path:
  hold_path.startpoint: "data_ca_out[10]$_DFFE_PN0P_"
  hold_end: "data_ca_out[10]$_DFFE_PN0P_"
  holdCritPathClass: "reg -> reg"
  min_path_cells: 1
critical_path:
  rrSetupSlack_ns: 25.66
  r2r_start: "mem[5][69]$_DFFE_PP_"
  critical_path_class: "in -> out"
  worstPathArrival_ns: 10.91
  crit_fanout: 48
  cp-end-kind: "output pin"
  worstPathRequired_ns: 24.48
  reg2regPathDepth: 11
  worstReg2RegEnd: "mem[0][57]$_DFFE_PP_"
  cp-start-kind: "input port"
route:
  dr.pass1.iters: 5
  wl_mm: 188
  initialDrtViolationCount: 2352
  antenna_left: 0
  vias: 32100
  avgRoutedWirePerCell_um: 31.1
  drcViolationCount: 0
  vias_per_cell: 5.31
global_routing:
  grt_pass1_vias: 33200
  grt-busiest-layer: "met2"
  use_met2_pct: 33.5
  antenna_found_initial: 22
  grt_max_degree: 69
  grt_overflow: 0
  grt_use_met3_pct: 13.3
  grt_use_met1_pct: 24.6
  grt_pass1_wl_mm: 260
  grtUsageTotal_pct: 22.3
floorplanning:
  dieWidth_um: 423
  die-area_um2: 179000
  pin_count: 198
  die_y_um: 423
  fp-row-count: 154
  fp_util_pct: 30.2
  core_um2: 176000
job:
  log.warning_count: 26
  drv_cap: 0
run_status:
  status: "completed"
place:
  dp_cells: 5806
  post-dp-hpwl_mm: 123
  place_area_um2: 58900
  numPortBuffers: 197
  gp_congestion: 0.977
final_layout:
  stdcell_area_um2: 63000
  layoutNonFillerInstCount: 6049
  area_growth_pct: 18.5
  nFillCells: 16400
  drive_gt1_share_pct: 19.7
## cells by family (layout without fill, tap and decap cells)
logic type,after synthesis,in the layout
compound gates,718,718
xor+xnor,5,5
buf+inv,257,673
flops,1312,1312
mux,406,406
other cells,0,11
simple gates,584,584
## area by class of cell
class                   instances  area, um^2  area share, %
inverters                      25         101          0.161
well taps                    2340        2930           4.64
clock buffers                 161        3550           5.63
diodes                         11        27.5         0.0437
clock inverters                71         562          0.891
repair buffers                416        3610           5.73
multi-input cells            1713       13300           21.2
flip-flops and latches       1312       38900           61.7
## state kept, by name, indices dropped and copies added (netlist names)
signal / count
data_to_mem: 64
victim: 1
addr_mem: 14
done: 1
mem: 1216
data_ca_out: 16
## routing by layer
metal | wire length [um] | vias to the layer above | share of wire (%)
met4 | 13900 | 14 | 7.4
met2 | 87500 | 2046 | 47
met1 | 60700 | 16000 | 32
li1 | - | 13700 | -
met3 | 25800 | 403 | 14
met5 | 88 | - | 0.047
## worst max-delay path by stage
| stage | end | startpoint | slack, ns | depth (start not counted) |
|---|---|---|---|---|
| 6_report | wrt_bck | addr_ca[3] | 13.57 | 13 |
| 4_1_cts | wrt_bck | addr_ca[3] | 13.61 | 13 |
| 5_1_grt | wrt_bck | addr_ca[3] | 13.41 | 13 |
## layout by cell type, fill, tap and decap left out, drive strengths merged, types with 74 or more instances in the layout
cell           netlist  final
o21ai              134    134
dfrtp               96     96
buf                133    225
nand2              114    114
nor2               288    288
clkbuf              99    161
clkdlybuf4s50        0    191
nor3                79     79
mux2i              151    151
a21oi              156    156
edfxtp            1216   1216
mux2               181    181
o22ai               90     90
mux4                74     74
## critical path: stages
cell	delay [ns]
buf_8	0.39
buf_4	0.68
buf_4	0.66
and2b_1	0.47
a221oi_2	0.55
a2bb2oi_2	0.17
o2111ai_1	0.18
nor4_4	0.45
nand2_2	0.07
buf_4	0.30
nand2_1	0.19
nor2_1	0.07
clkdlybuf4s50_1	0.44
## power groups by stage
stage / clock, mW / combinational [mW] / sequential [mW]
after CTS: 1.58 / 0.599 / 2.06
after global routing: 1.65 / 0.628 / 2.07
final: 1.56 / 0.599 / 2.06
## through the flow
stage	hold slack, ns	utilization, %	setup WS (ns)
after global routing	0.512	35.8	13.41
after floorplan	0.433	-	16.33
after global placement	0.472	33.4	13.65
final	0.486	35.8	13.57
after detailed placement	0.478	33.4	13.60
after CTS	0.492	35.8	13.61
## cells in the mapped netlist (18+ instances only)
library cell and count:
mux4_2 74, nand2_1 112, o21ai_0 131, mux2_1 43, o21a_1 18, inv_1 25, mux2i_1 150, a22oi_1 40
edfxtp_1 1216, a221oi_1 52, a22o_1 40, buf_6 19, clkbuf_1 98, buf_2 67, o221ai_1 67, nor3_1 73
dfrtp_1 96, buf_1 21, a21oi_1 156, buf_4 22, mux2_2 129, nor2_1 283, o22ai_1 89, nor2b_1 21
a221o_1 18, a211oi_1 19
Power and IR drop assume default switching activity.
